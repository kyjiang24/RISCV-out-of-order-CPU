==> /design/flow/config.mk <==
export PLATFORM = sky130hd
export DESIGN_NAME = alu
export DESIGN_NICKNAME = alu
export VERILOG_FILES = /design/flow/design.v
export SDC_FILE = /design/flow/constraint.sdc
export NUM_CORES = 4
export LEC_CHECK = 1
export CORE_UTILIZATION = 40
export SYNTH_HDL_FRONTEND = slang
==> /design/flow/constraint.sdc <==
current_design alu

set clk_period 29.0
set clk_io_pct 0.2

create_clock -name clk0 -period $clk_period

set non_clock_inputs [all_inputs -no_clocks]
set_input_delay [expr $clk_period * $clk_io_pct] -clock clk0 $non_clock_inputs
set_output_delay [expr $clk_period * $clk_io_pct] -clock clk0 [all_outputs]
==> /design/flow/design.v <==
module alu (
    input  logic [31:0] a_i,
    input  logic [31:0] b_i,
    input  logic    cntrl_i,  
    output logic [31:0] data_o,
    output logic        neg_o,
    output logic        zero_o
);
    parameter alu_add  = 1'b0,
			  alu_sub  = 1'b1;		  
    logic [31:0] result;
    logic [31:0] sum, diff;
    always_comb begin
        case (cntrl_i)
            alu_add: begin  
                sum = a_i + b_i;
                result = sum[31:0];
            end
            alu_sub: begin  
                diff = a_i - b_i;
                result = diff[31:0];
            end
            default: result = 32'd0;
        endcase
    end
    assign data_o = result;
    assign zero_o = (result == 0);
    assign neg_o  = result[31];
endmodule
==> /design/flow/run.sh <==
#!/bin/bash
# OpenROAD 26Q1-2900-gdf79404cd8, Yosys 0.63+post, stock flow scripts
make -C /OpenROAD-flow-scripts/flow DESIGN_CONFIG=/design/flow/config.mk WORK_HOME=/design/flow/orfs finish
==> impl_metrics.tcl <==
# place-and-route summary
set metrics [dict create \
    routedWlPerCell_um 14.5 \
    dp_slack_ps 11880 \
    hold_viol 0 \
    pwr-share-comb_pct 100.0 \
    grt_pass1_vias 2582 \
    warning_count 33 \
    yosys.area_share.simple_pct 27.8 \
    flop-count 0 \
    cellPowerDensity_nw_per_um2 31.9 \
    synthCells 376 \
    switchingPower_w 0.0000508 \
    area_growth_pct 40.8 \
    initial_core_util_pct 42.0 \
    power_frac_seq_pct 0 \
    fillers 563 \
    netlist_area_sq_um 2530 \
    timing.slew.headroom_pct 49.2 \
    worst_pin_slew_ps 752 \
    antenna_cells 0 \
    ys_cells 376 \
    period_needed_ps 17120 \
    pin_count 99 \
    viasPerCell 5.68 \
    port_buffers 99 \
    drive_above_1_share_pct 2.16 \
    grt_pass1_wl_um 12100 \
    ctsResizeCount 0 \
    aoi_share_pct 29.9 \
    drt-total-wl_um 7830 \
    synth.avg_cell_area_sq_um 6.74 \
    rsz0062_at_grt "false" \
    synth.logic.top_family "AND-OR/OR-AND gates" \
    dp_hpwl_um 6810 \
    postRouteAntennaNets 0 \
    antenna_found_initial 0 \
    synth.area.mux_share_pct 1.19 \
    wl_met1_um 4050 \
    ys_types 57 \
    yosysWarnings 0 \
    crit_type "input port to primary output" \
    cts_setup_buffers 0 \
    ir_drop_mv 0.0202 \
    p_leak_nw 1.39 \
    row_count 28 \
    ctsHoldBuffers 0 \
    max_freq_mhz 58.4 \
    grt_max_degree 32 \
    netSwitchingFraction_pct 44.6 \
    gp_congestion 1.02 \
    highest_layer "met4" \
    yosysSeqAreaShare_pct 0 \
    ys_chip_area_sq_um 2530 \
    worst_setup_path_start_kind "input port" \
    mi_logic_area_sq_um 2420 \
    slew_violations 0 \
    adder_share_pct 16.6 \
    pwr-share-clk_pct 0 \
    flop_area_sq_um 0 \
    fin_ws_ps 11880 \
    status "complete, no violations" \
    drc_errors 0 \
    cp_max_fo 7 \
    grt.total_usage_pct 23.3 \
    drtIter0Drc 159 \
    p_int_w 0.0000630 \
    setup_tns_ps 0 \
    end_kind "primary output" \
    clock_buffers 0 \
    die_w_um 81.6 \
    dieArea_sq_um 6660 \
    die_height_um 81.6 \
    drt_pre_antenna_iters 5 \
    setup_violations 0 \
    cp.arrival_ps 11320 \
    met2WireLength_um 3190 \
    synth_xor_xnor_area_share_pct 20.1 \
    core_sq_um 6030 \
    hold_path.class "input port to primary output" \
    vias 3060 \
    wl_met3_um 556 \
    cap_violations 0 \
    final.period_utilization_pct 59.0 \
    critical_path_required_ps 23200 \
    overflow 0 \
]
Yosys cell counts, drive strengths merged, types with 6 or more instances:
| library cell | count | area [sq um] |
|---|---|---|
| nand2b | 9 | 56.3 |
| xnor2 | 42 | 368 |
| o21bai | 8 | 60.1 |
| nand2 | 23 | 86.3 |
| nor3 | 18 | 90.1 |
| o21ai | 19 | 95.1 |
| inv | 15 | 56.3 |
| nor2 | 39 | 146 |
| clkbuf | 8 | 31.3 |
| xor2 | 14 | 141 |
| ha | 32 | 400 |
| nand3 | 8 | 40.0 |
| a21oi | 51 | 259 |
| o21a | 6 | 46.3 |
| a21o | 7 | 52.6 |
| or4 | 8 | 60.1 |
stage by stage:
stage / power, W / area (sq um) / hold WS, ps / std cells / util (%)
5_1_grt: 0.000125 / 3570 / 12670 / 539 / 59.2
2_1_floorplan: 0.0000609 / 2530 / 11720 / 376 / -
3_5_place_dp: 0.000112 / 3570 / 12610 / 539 / 59.2
6_report: 0.000114 / 3570 / 12600 / 539 / 59.2
4_1_cts: 0.000113 / 3570 / 12610 / 539 / 59.2
3_3_place_gp: 0.000113 / 3570 / 12610 / 539 / 59.2
power groups by stage:
stage / sequential [W] / combinational, W / clock, W
4_1_cts: 0 / 0.000113 / 0
5_1_grt: 0 / 0.000125 / 0
6_report: 0 / 0.000114 / 0
placed cells by master, fill, tap and decap left out, types with 4 or more instances in the layout:
master and count:
nor3_1 18, xor2_1 13, a31oi_1 4, o31ai_1 4, nand2_1 23, a211oi_1 4, o21ai_0 19, or4_1 8
and3_1 5, ha_1 32, inv_1 15, and2_1 5, xnor2_1 42, o21a_1 5, a21oi_1 50, nor2_1 39
nand2b_1 9, clkdlybuf4s50_1 99, a21o_1 7, o21bai_1 8, nand3_1 8
worst max-delay path, stage by stage:
cell and delay (ps):
clkdlybuf4s50_1 460, or4_1 610, nor4_1 330, nand2b_1 170
or4_1 450, nor3_1 540, nor2_1 110, xnor2_1 150
ha_1 390, a21oi_1 350, o21a_1 170, nor2_1 40
o311ai_0 300, nand2_1 100, or3_1 370, a21oi_1 150
nand4b_1 110, and4bb_1 260, clkdlybuf4s50_1 470
final timing paths:
check     from   endpoint  slack (ps)  cells after the start
min     a_i[0]  data_o[0]       12600                      5
max    b_i[13]     zero_o       11880                     19
cell type report:
cell class	count	share of cell area (%)
multi-input combinational	349	67.8
timing repair buffer	100	28.0
tap	75	2.63
inverter	15	1.58
cell families after synthesis:
kind of cell | Yosys count
buffers and inverters | 27
XOR/XNOR | 56
AND-OR/OR-AND | 121
AND/OR/NAND/NOR | 136
adder cells (fa/ha/maj) | 33
multiplexers | 3
per-layer routing:
metal | vias up | track usage (%)
li1 | 1567 | -
met1 | 1358 | 37.5
met2 | 133 | 35.1
met3 | 2 | 1.80
met4 | 0 | 1.05
met5 | - | 0
Power figures rest on the tool's default switching activity, not on a simulated workload.
