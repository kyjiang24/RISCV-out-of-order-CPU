$ cat ./constraint.sdc
current_design rs_scheduler

set clk_period 3.6
set clk_io_pct 0.2

create_clock -name clk0 -period $clk_period

set non_clock_inputs [all_inputs -no_clocks]
set_input_delay [expr $clk_period * $clk_io_pct] -clock clk0 $non_clock_inputs
set_output_delay [expr $clk_period * $clk_io_pct] -clock clk0 [all_outputs]
$ cat ./design.v
typedef struct packed {
    logic busy;                 
    logic re_busy;
    logic [3:0] rob_tag;        
} register_status_s;   
typedef struct packed {
    logic        busy;
    logic [31:0]  dest_reg;
    logic [31:0] value;
    logic        ready;
    logic        branch;
    logic       branch_predict_taken;
    logic [31:0] branch_target;  
    logic        store;
    logic [31:0] store_data;
    logic [31:0] pc;
} rob_s;   
typedef struct packed {
    logic        ready;
    logic [31:0] value;
    logic [31:0]      addr;
    logic [3:0]      rob_addr;   
    logic        store;  
    logic [31:0] store_data;
    logic       branch;  
    logic   branch_taken;  
    logic     branch_predict_taken;  
    logic [31:0] branch_target;  
} rob_head_s;   
typedef struct packed {
    logic [31:0] vj;
    logic [31:0] vk;    
    logic [31:0] qj;       
    logic [31:0] qk;   
    logic [31:0] store_imm;  
    logic [3:0]  rob_tag;        
    logic [2:0]  alu_ctrl;        
    logic [1:0]  fu_type;         
    logic        branch;         
    logic        load;          
    logic        store;         
    logic [1:0]  branch_type;
    logic [2:0]  rs_tag;
    logic [31:0]  load_addr;  
    logic        load_addr_valid;  
} reservation_station_s;   
typedef struct packed {
    logic [31:0] vj;
    logic [31:0] vk;       
    logic [3:0]  rob_tag;        
    logic [2:0]  alu_ctrl;        
    logic [1:0]  fu_type;         
    logic        branch;         
    logic        load;          
    logic        store;         
    logic [31:0] store_data;
    logic [1:0]  branch_type;
    logic [2:0]  rs_tag;
} rs2fu_s;   
typedef struct packed {
    logic cdb_valid;        
    logic [3:0] cdb_rob_tag;   
    logic [31:0] cdb_data;      
    logic [31:0] cdb_store_data;  
} cdb_packed_s;   
typedef struct packed {
    logic [31:0] vj;
    logic [31:0] vk;
    logic [31:0] qj;       
    logic [31:0] qk;
    logic [31:0] store_imm;     
    logic [3:0]  rob_tag;        
    logic [2:0]  alu_ctrl;        
    logic [1:0]  fu_type;         
    logic [1:0]  branch_type;
    logic        branch;         
    logic        load;          
    logic        store;         
} rs_scheduler_s;   
module rs_scheduler (
    input logic clk_i, reset_i,
    input register_status_s packed_rs1, packed_rs2,  
    input logic [3:0] issue_rob_tag, 
    input logic [31:0] data1, data2,store_imm,    
    input logic rob_full,  
    input logic [2:0] alu_ctrl,
    input logic [1:0] fu_type,  
    input logic [1:0]  branch_type,
    input logic ctrl_branch, ctrl_rs1_used, ctrl_rs2_used, ctrl_load, ctrl_store,
    input logic rs_full,
    input [31:0] packed_rs1_value, packed_rs2_value,  
    output logic rss_issue_valid,    
    output rs_scheduler_s packed_rs_entry   
);
    rs_scheduler_s rs_array;   
    assign rss_issue_valid = (fu_type!=0) && !rs_full;  
    always_comb begin
        packed_rs_entry.vj = data1;  
        packed_rs_entry.vk = data2;  
        packed_rs_entry.qj = (ctrl_rs1_used && packed_rs1.busy) ? packed_rs1.rob_tag : -1;
        packed_rs_entry.qk = (ctrl_rs2_used && packed_rs2.busy) ? packed_rs2.rob_tag : -1;
        packed_rs_entry.store_imm = store_imm;  
        packed_rs_entry.rob_tag = issue_rob_tag;  
        packed_rs_entry.alu_ctrl = alu_ctrl;
        packed_rs_entry.fu_type = fu_type;
        packed_rs_entry.branch_type = branch_type;  
        packed_rs_entry.branch = ctrl_branch;
        packed_rs_entry.load = ctrl_load;
        packed_rs_entry.store = ctrl_store;
        if (packed_rs1.busy && !packed_rs1.re_busy && ctrl_rs1_used) begin
            packed_rs_entry.vj = packed_rs1_value;
            packed_rs_entry.qj = -1;  
        end
        if (packed_rs2.busy && !packed_rs2.re_busy && ctrl_rs2_used) begin
            packed_rs_entry.vk = packed_rs2_value;
            packed_rs_entry.qk = -1;  
        end
    end
endmodule
$ cat ./config.mk
export PLATFORM = sky130hd
export DESIGN_NAME = rs_scheduler
export DESIGN_NICKNAME = rs_scheduler
export VERILOG_FILES = /design/flow/design.v
export SDC_FILE = /design/flow/constraint.sdc
export NUM_CORES = 4
export LEC_CHECK = 1
export CORE_AREA = 10 10 148 148
export DIE_AREA = 0 0 158 158
$ cat ./run.sh
#!/bin/bash
# OpenROAD 26Q1-2900-gdf79404cd8, Yosys 0.63+post, stock flow scripts
make -C /OpenROAD-flow-scripts/flow DESIGN_CONFIG=/design/flow/config.mk WORK_HOME=/design/flow/orfs finish
==> Slide: Implementation Results <==
Run Summary

Placement
  – I/O Buffers: about 280
  – Final GP Congestion: 0.719
  – Pre-CTS setup slack: 0.410 ns
  – Placement Cell Area: about 4200 sq um
  – DP HPWL: 8.28 mm
  – Placed cell count: between 500 and 600

Cells and area
  – Clock buffer count: 0
  – Flop area: 0 sq um
  – Final instance area: about 4200 sq um
  – Syn-to-layout area delta: 122%
  – Most instantiated logic cell after routing: clkdlybuf4s50_1
  – Layout fillers: 1,988
  – Top Layout Cells: clkdlybuf4s50_1, mux2_4, or2_2, mux2_2
  – Flop count: 0
  – Comb area: 1050 sq um
  – Layout Cells excl Fill: between 500 and 600
  – Final Core Density: between 20% and 30%
  – Share of cells above drive strength 1: 21.8%

STA
  – Unrepaired setup endpoints after global routing: false
  – Max Freq: 0.315 GHz
  – Hold_ws: between 1 and 1.5 ns
  – Fin. max-slew vios: 0
  – Final setup vio count: 0
  – Min Tclk post-route: 3.17 ns
  – Final period utilization: between 80% and 90%
  – Fin worst setup slack: 0.427 ns
  – Max-slew headroom: between 70% and 80%
  – Worst-Margin Slew: between 0.3 and 0.4 ns
  – Final Hold Viols: 0
  – Final setup TNS: 0 ns

Die
  – Boundary pin count: roughly 370
  – CORE AREA: 18,700 sq um
  – Core Util at FP: 10.0%
  – Chip Area: 25,000 sq um
  – DIE HEIGHT: 158 um
  – FP Rows: ~50
  – Die width: around 160 um

Power
  – VDD IR max: ~0.000036 V
  – Combinational Power Share: about 100%
  – Switching portion of total power: a little under a fifth
  – Power per cell area: ~100 nW/um^2
  – Internal Power: 0.342 mW
  – Sequential power share: 0%
  – Pleak: approximately 1.8 nW
  – Clock power share: 0%
  – Total power: around 0.42 mW
  – Sw power: between 0.07 and 0.08 mW

Critical path
  – Element type at the critical path end: output pin
  – CP most frequent cell: clkdlybuf4s50_1
  – Crit-path max FO: 25
  – Worst Setup Path Type: primary input to output pin
  – Critical Path RT: 2.88 ns
  – Slowest CP cell: clkdlybuf4s50_1
  – Worst path max stage delay: roughly 0.48 ns
  – Crit path launch: packed_rs1[4]
  – Setup crit start kind: primary input
  – Data arrival, critical path: between 2 and 2.5 ns
  – CP Cell Sequence: clkdlybuf4s50_1 -> nand3b_4 -> buf_12 -> mux2_4 -> clkdlybuf4s50_1
  – CP endpoint: packed_rs_entry[144]

Synthesis
  – Number of cells in Yosys stat: 184
  – Synth Instances: between 150 and 200
  – Yosys chip area: 1870 sq um
  – Syn_area_per_cell: slightly above 10 sq um
  – Unique cell types: 8
  – Yosys warns: 1
  – Cell area after synthesis: between 1500 and 2000 sq um
  – Seq/Total Area, Yosys: 0%

GRT
  – GR Util All Layers: slightly above 6%
  – Largest net degree at the start of global routing: 33
  – Initial antenna violation count: 0
  – Vias in the first global route: roughly 2,000
  – GRT Residual Overflow: 0
  – First-pass GRT wire length: between 10 and 15 mm

Clock network
  – Post-CTS Setup Bufs: 0
  – Hold_buf cts: 0
  – Post-CTS Resized: 0

Worst hold path
  – Min-delay worst type: primary input to output pin
  – Hold depth: 0

Detailed routing
  – Router iterations before antenna repair: 2
  – Initial DRC count: 35
  – Via count: approximately 1,900
  – Post-route ant nets: 0
  – DRC Markers: 0
  – Diodes inserted: 0
  – Per-cell routed wire length: ~15 um
  – Final wirelength: between 9 and 10 mm
  – Vias per cell: roughly 3.1

Status
  – Status: completed

Flow run
  – Total of max-cap violations: 0
  – Tool warnings: 35
## kinds of logic after synthesis
kind of cell / count (synthesis) / share of synthesized area, %
muxes: 64 / 50.5
and+or+nand+nor: 14 / 5.75
buffers and inverters: 106 / 43.7
## synth_stat cells
cell,count,area [sq um]
buf_4,100,751
buf_6,6,67.6
mux2_2,4,45.0
mux2_4,60,901
nand3_1,2,10.0
nand3b_4,2,40.0
nor2_1,2,7.51
or2_2,8,50.1
## layout make-up
class              instances  share of cell area (%)
multi-input cells         78                    25.3
well taps                234                    7.03
repair buffers           280                    67.7
## power by group through the flow
stage	combinational, mW	clock, mW	sequential [mW]
after CTS	0.426	0	0
after global routing	0.446	0	0
final	0.417	0	0
## critical path, delay by kind of cell
| kind | cells | cell delay, ns |
|---|---|---|
| buffers and inverters | 3 | 1.18 |
| AND/OR/NAND/NOR | 1 | 0.23 |
| multiplexers | 1 | 0.31 |
## per-layer routing
layer	vias up	share of wire [%]	global-route usage (%)
li1	865	-	-
met1	793	35	6.38
met2	184	45	9.63
met3	8	20	4.85
met4	0	0.70	0.441
met5	-	0	0.862
## worst min path at each step
stage	startpoint	endpoint	slack, ns
6_report	issue_rob_tag[0]	packed_rs_entry[10]	1.44
5_1_grt	store_imm[5]	packed_rs_entry[19]	1.44
4_1_cts	issue_rob_tag[0]	packed_rs_entry[10]	1.44
Power is estimated from default activity; no workload was simulated.
