`./design.v`:
```
typedef struct packed {
    logic busy;                 
    logic re_busy;
    logic [3:0] rob_tag;        
} register_status_s;   
typedef struct packed {
    logic        busy;
    logic [31:0]  dest_reg;
    logic [31:0] value;
    logic        ready;
    logic        branch;
    logic       branch_predict_taken;
    logic [31:0] branch_target;  
    logic        store;
    logic [31:0] store_data;
    logic [31:0] pc;
} rob_s;   
typedef struct packed {
    logic        ready;
    logic [31:0] value;
    logic [31:0]      addr;
    logic [3:0]      rob_addr;   
    logic        store;  
    logic [31:0] store_data;
    logic       branch;  
    logic   branch_taken;  
    logic     branch_predict_taken;  
    logic [31:0] branch_target;  
} rob_head_s;   
typedef struct packed {
    logic [31:0] vj;
    logic [31:0] vk;    
    logic [31:0] qj;       
    logic [31:0] qk;   
    logic [31:0] store_imm;  
    logic [3:0]  rob_tag;        
    logic [2:0]  alu_ctrl;        
    logic [1:0]  fu_type;         
    logic        branch;         
    logic        load;          
    logic        store;         
    logic [1:0]  branch_type;
    logic [2:0]  rs_tag;
    logic [31:0]  load_addr;  
    logic        load_addr_valid;  
} reservation_station_s;   
typedef struct packed {
    logic [31:0] vj;
    logic [31:0] vk;       
    logic [3:0]  rob_tag;        
    logic [2:0]  alu_ctrl;        
    logic [1:0]  fu_type;         
    logic        branch;         
    logic        load;          
    logic        store;         
    logic [31:0] store_data;
    logic [1:0]  branch_type;
    logic [2:0]  rs_tag;
} rs2fu_s;   
typedef struct packed {
    logic cdb_valid;        
    logic [3:0] cdb_rob_tag;   
    logic [31:0] cdb_data;      
    logic [31:0] cdb_store_data;  
} cdb_packed_s;   
typedef struct packed {
    logic [31:0] vj;
    logic [31:0] vk;
    logic [31:0] qj;       
    logic [31:0] qk;
    logic [31:0] store_imm;     
    logic [3:0]  rob_tag;        
    logic [2:0]  alu_ctrl;        
    logic [1:0]  fu_type;         
    logic [1:0]  branch_type;
    logic        branch;         
    logic        load;          
    logic        store;         
} rs_scheduler_s;   
module cdb_ctrl(
    input logic clk_i, reset_i,
    input logic [3:0] cdb_rob_tag,  
    input logic [31:0] dm_data, alu_reg_data, mul_final_o, div_final_o,
    input logic datamem_valid, alu_valid, mul_valid, div_valid,  
    input logic ex_branch,branch_taken,ex_load,  
    input logic [31:0] store_data,
    output cdb_packed_s packed_cdb_packet,  
    output logic [3:0] cdb_yumi
);
    always_comb begin
        if (div_valid) begin
            packed_cdb_packet.cdb_valid = 1;
            packed_cdb_packet.cdb_rob_tag = cdb_rob_tag;
            packed_cdb_packet.cdb_data = div_final_o;
            packed_cdb_packet.cdb_store_data = 32'b0;  
            cdb_yumi = 4'b0001;  
        end else if (mul_valid) begin
            packed_cdb_packet.cdb_valid = 1;
            packed_cdb_packet.cdb_rob_tag = cdb_rob_tag;
            packed_cdb_packet.cdb_data = mul_final_o;
            packed_cdb_packet.cdb_store_data = 32'b0;  
            cdb_yumi = 4'b0010;  
        end else if (datamem_valid) begin
            packed_cdb_packet.cdb_valid = 1;
            packed_cdb_packet.cdb_rob_tag = cdb_rob_tag;
            packed_cdb_packet.cdb_data = dm_data;
            packed_cdb_packet.cdb_store_data = 32'b0;  
            cdb_yumi = 4'b0100;  
        end else if (alu_valid) begin
            if(ex_branch) begin
                packed_cdb_packet.cdb_valid = 1;
                packed_cdb_packet.cdb_rob_tag = cdb_rob_tag;
                packed_cdb_packet.cdb_data = branch_taken;  
                packed_cdb_packet.cdb_store_data = 32'b0;  
                cdb_yumi <= 4'b1000;  
            end else if (ex_load) begin
                packed_cdb_packet.cdb_valid = 0;
                packed_cdb_packet.cdb_rob_tag = 'd0;
                packed_cdb_packet.cdb_data = 'd0;
                packed_cdb_packet.cdb_store_data = 'd0;  
                cdb_yumi <= 4'b0000;  
            end else begin
                packed_cdb_packet.cdb_valid = 1;
                packed_cdb_packet.cdb_rob_tag = cdb_rob_tag;
                packed_cdb_packet.cdb_data = alu_reg_data;
                packed_cdb_packet.cdb_store_data = store_data;  
                cdb_yumi <= 4'b1000;  
            end
        end else begin
            packed_cdb_packet.cdb_valid = 0;
            packed_cdb_packet.cdb_rob_tag = 4'b0000;  
            packed_cdb_packet.cdb_data = 32'b0;  
            packed_cdb_packet.cdb_store_data = 32'b0;  
            cdb_yumi = 'd0;
        end
    end
endmodule
```
`./run.sh`:
```
#!/bin/bash
# OpenROAD 26Q1-2900-gdf79404cd8, Yosys 0.63+post, stock flow scripts
make -C /OpenROAD-flow-scripts/flow DESIGN_CONFIG=/design/flow/config.mk WORK_HOME=/design/flow/orfs finish
```
`./config.mk`:
```
export PLATFORM = sky130hd
export DESIGN_NAME = cdb_ctrl
export DESIGN_NICKNAME = cdb_ctrl
export VERILOG_FILES = /design/flow/design.v
export SDC_FILE = /design/flow/constraint.sdc
export NUM_CORES = 4
export LEC_CHECK = 1
export CORE_AREA = 10 10 103 103
export DIE_AREA = 0 0 113 113
```
`./constraint.sdc`:
```
current_design cdb_ctrl

set clk_period 11.4
set clk_io_pct 0.2

create_clock -name clk0 -period $clk_period

set non_clock_inputs [all_inputs -no_clocks]
set_input_delay [expr $clk_period * $clk_io_pct] -clock clk0 $non_clock_inputs
set_output_delay [expr $clk_period * $clk_io_pct] -clock clk0 [all_outputs]
```
==> flow_summary_export.csv <==
group,metric,value,unit
synth,ys_warn_count,1,
global_route,antenna_found_initial,0,
timing,fmax,142,MHz
timing,rsz0062_at_grt,"no",
timing,holdWs,5260,ps
drt,num_antenna_cells,0,
min_path,hp-start,"div_valid",
outcome,status,"completed",
drt,detail_route.vias_per_cell,4.45,
clock_tree,cts_setup_buffers,0,
drt,ant_nets,0,
place,gp_congestion,0.815,
place,dpl.hpwl,8070,um
job,maxCapViolCount,0,
place,io_buffers,244,
setup_path,cp-end-kind,"output port",
min_path,worstHoldPathType,"in2out",
timing,relSlewSlack,59.8,%
drt,wl_per_cell,19.3,um
synth,syn-instance-count,165,
global_route,grt_max_degree,68,
synth,ys_types,18,
global_route,grt_usage,13.9,%
drt,drtIter0Drc,95,
power_and_ir_drop,p_leak,1.27,nW
min_path,hold_depth,4,
global_route,grt_pass1_vias,2444,
finish,area_delta_synth_final,213,%
synth,synth.avg_cell_area,7.13,um^2
power_and_ir_drop,peakVddDrop,0.0148,mV
die,core_area,8300,um^2
timing,fin_tns_setup,0,ps
die,num_io_pins,246,
clock_tree,cts_resized,0,
synth,yosysSeqAreaShare,0,%
drt,vias,2210,
setup_path,path_max_fanout,45,
die,row_count,33,
job,warnings,34,
setup_path,crit_required,9120,ps
finish,drive_above_1_share,2.30,%
drt,wl_met2,4750,um
drt,drt_first_pass_iters,4,
timing,setup_viol,0,
setup_path,worstPathArrival,4750,ps
drt,routed_wirelength,9600,um
die,die_w,113,um
global_route,grt_overflow,0,
finish,ff_count,0,
drt,wl_met3,1110,um
min_path,min_to,"cdb_yumi[3]",
finish,final_area,3680,um^2
synth,yosys_area,1180,um^2
timing,fin_crit,7030,ps
place,dpl_cell_area,3680,um^2
finish,final_core_util,44.4,%
finish,fin_cells,497,
finish,fillers,826,
drt,highest_layer,"met3",
synth,syn_area,1180,um^2
drt,route.detailed.drc,0,
place,dp_cells,497,
die,die-area,12800,um^2
timing,layout_setup_ws,4370,ps
synth,ys_cells,165,
timing,hold_viol_final,0,
finish,clock_buffers,0,
timing,worst_slew_pin_slew,604,ps
power_and_ir_drop,power,0.110,mW
timing,slew_viol_final,0,
setup_path,critical_path_class,"in2out",
place,pre_cts_ws,4370,ps
setup_path,crit_path_start_kind,"primary input",
die,die.size.y,113,um
finish,logic_area,1070,um^2
finish,area.sequential,0,um^2
drt,m1WireLength,3740,um
die,fp_util,14.2,%
clock_tree,ctsHoldBuffers,0,
global_route,grt_pass1_wl,14500,um
power_and_ir_drop,powerDensity,29.8,nW/um^2
timing,finalCritPeriodShare,61.7,%
## routing by layer
metal	global-route usage (%)	up-vias
met5	0	-
met4	0.338	0
met3	5.88	0
met2	24.1	128
met1	16.6	986
li1	-	1096
## layout make-up
| class | count | area share, % |
|---|---|---|
| inverters | 1 | 0.102 |
| multi-input cells | 142 | 29.1 |
| well taps | 105 | 3.57 |
| repair buffers | 249 | 67.2 |
## Yosys cell counts, types with 3 or more instances
| cell type | instances | area [um^2] |
|---|---|---|
| clkbuf_2 | 3 | 15.0 |
| a221oi_1 | 32 | 280 |
| buf_4 | 4 | 30.0 |
| and2_1 | 32 | 200 |
| nor2b_1 | 38 | 238 |
| o2bb2ai_1 | 31 | 272 |
| clkbuf_1 | 14 | 52.6 |
## worst max-delay path: stages
cell and delay [ps]:
clkdlybuf4s50_1 390, buf_4 250, or3_4 450, nor4b_4 240, buf_4 390, o2bb2ai_1 170, clkdlybuf4s50_1 510
## cells by family after synthesis
group                  count (synthesis)  synth area share, %
AND-OR/OR-AND                         65                 48.1
multiplexers                           1                0.851
buffers and inverters                 23                 9.04
AND/OR/NAND/NOR                       76                 42.0
## how the worst max path moves through the flow
stage | start | to | slack [ps] | cells after the start
after CTS | mul_valid | packed_cdb_packet[41] | 4370 | 7
after global routing | mul_valid | packed_cdb_packet[41] | 4220 | 7
final | mul_valid | packed_cdb_packet[41] | 4370 | 7
## where the power goes
part | internal, mW | switching (mW) | total (mW)
sequential | 0 | 0 | 0
combinational | 0.0828 | 0.0269 | 0.110
clock | 0 | 0 | 0
## cell usage in the layout, fill, tap and decap left out, drive strengths merged
cell / n
o32ai: 1
mux2i: 1
nor2: 1
clkdlybuf4s50: 243
nor3b: 1
inv: 1
buf: 6
a21oi: 1
nand2b: 1
nand2: 1
nor2b: 38
nor4b: 1
o2bb2ai: 31
a221oi: 32
or3: 1
and2: 32
No activity file was given, so power comes from the tool's default toggle rates.
